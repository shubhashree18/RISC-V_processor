===== flow/run.sh =====
#!/bin/bash
# OpenROAD 26Q1-2900-gdf79404cd8, Yosys 0.63+post, stock flow scripts
make -C /OpenROAD-flow-scripts/flow DESIGN_CONFIG=/design/flow/config.mk WORK_HOME=/design/flow/orfs finish

===== flow/config.mk =====
export PLATFORM = sky130hd
export DESIGN_NAME = instr_mem
export DESIGN_NICKNAME = instr_mem
export VERILOG_FILES = /design/flow/design.v
export SDC_FILE = /design/flow/constraint.sdc
export NUM_CORES = 4
export LEC_CHECK = 1
export CORE_AREA = 10 10 70 70
export DIE_AREA = 0 0 80 80
export SYNTH_MEMORY_MAX_BITS = 65536

===== flow/constraint.sdc =====
current_design instr_mem

set clk_period 1.2
set clk_io_pct 0.2

create_clock -name clk0 -period $clk_period [get_ports {clk}]

set non_clock_inputs [all_inputs -no_clocks]
set_input_delay [expr $clk_period * $clk_io_pct] -clock clk0 $non_clock_inputs
set_output_delay [expr $clk_period * $clk_io_pct] -clock clk0 [all_outputs]

===== flow/design.v =====
module instr_mem #(parameter WIDTH = 32) (
    input logic clk,
    input logic [WIDTH-1:0] add_in,
    output logic [WIDTH-1:0] instr_out
);
logic [WIDTH-1:0] mem [255:0];  
initial begin
    mem[0]  = 32'h00000033;
    mem[4]  = 32'h00638433;
    mem[8]  = 32'h406384b3;
    mem[12] = 32'h00639533;
    mem[16] = 32'h0063a5b3;
    mem[20] = 32'h0063b633;
    mem[24] = 32'h0063c6b3;
    mem[28] = 32'h00735733;
    mem[32] = 32'h407657b3;
    mem[36] = 32'h0063e833;
    mem[40] = 32'h0063f8b3;
end
always_ff @(posedge clk) begin
    instr_out <= mem[add_in];
end
endmodule

==> run notes <==
The run finished with clean final reports. The count of tool warnings came out at 58. The via density per instance was 3.28; the depth of the worst hold-timing path was 3. The cell count after synthesis came out at 69. Entering global routing, the biggest net connects 9 pins. The run gives 19.9% for the core utilization at floorplan. The start point of the worst hold path is add_in[3]. Timing would allow up to 944 MHz. The floorplan step set the die width to 80 um. The final weighted congestion recorded by global placement is 0.764.

The run gives 14 as the number of sinks handled by clock tree synthesis. On the critical path the largest part of the delay comes from flip-flops. In the layout the commonest cells are sky130_fd_sc_hd__dlygate4sd2_1, sky130_fd_sc_hd__conb_1, sky130_fd_sc_hd__dfxtp_1. The worst path buffer plus inverter count was 1; the share of synthesized registers carrying an async set or reset was 0%.

The power report attributes to the clock group a share of 33.7%. The run gives 52.0% for the part of the total power dissipated in sequential elements. At the worst endpoint, the arrival time is 0.82 ns. Before any placement, the netlist area is recorded as 681 um^2.

Total power for the finished layout comes to 967 uW. The run gives 0.07 ns for the clock-pin slew on the worst setup and hold paths. The register with the most flip-flops is instr_out. The ratio of total power to cell area came out at 1060 nW/um^2. The region available for standard cell placement spans 3420 um^2. In this run, post-CTS hold repair placed 0 buffers. Root buffer cell: sky130_fd_sc_hd__clkbuf_4.

The tools report the leakage power as 0.000469 uW. The floorplan report gives the top-level pin count as 65. The library cell used most frequently in the layout, excluding fill and tap cells, is sky130_fd_sc_hd__dlygate4sd2_1. The count of cell instances traversed by the critical path was 1. The first global-routing pass estimated 2210 um of wire.

The repair_antennas step left the layout with diodes totalling 0. Net switching is 21.1% of the power. The final tally of max-slew violations was 0. The minimum clock period is 1.06 ns, and the total global routing overflow is 0. The final layout contains routed wiring with a total length of 1410 um. The fraction of synthesized cell area taken by the top area cell type is 41.2%, and the flip-flop count of the largest register, all copies and words added is 14.

Summed over all nets, the half-perimeter wirelength after detailed placement is 1210 um. The number of antenna violations at the first check in global routing is 0. The final report gives the core utilization as 26.6%. Per STA, the worst path is made up of dlygate4sd2_1. The share of final-layout standard cells stronger than drive strength 1 is 16.0%. The run gives 1 as the total of warnings raised by yosys.

With the synthesized area per cell at 9.86 um^2, the number of DRC markers in iteration 0 is 25. For the chip area, the log shows 6400 um^2. The worst setup path is captured at an output pin.

The cell count after placement came out at 136. The required time at the worst endpoint is listed as 0.96 ns. Critical setup path kind: reg -> out.

TritonCTS built the clock tree. Final setup violation count: 0. For reference, the top cells by area after synthesis are sky130_fd_sc_hd__dfxtp_1, sky130_fd_sc_hd__buf_4, sky130_fd_sc_hd__ha_1.

For the maximum VDD drop, the log shows 0.314 mV. Path type of the worst min-delay path: in -> reg. With the TritonCTS buffer count at 3, the synthesis-to-finish area growth is 33.5%. Per the run summary, max-cap violations total 0.

Looking at the cell usage after synthesis, the top flip-flop cell is sky130_fd_sc_hd__dfxtp_1. The run gives 140 as the number of cells in the finished layout apart from fillers. Remaining antenna violation count: 0. The run gives 80 um for the chip height.

The largest registers in the layout are instr_out: 14 flops. Setup repair after global routing left no endpoint under its margin. Counting distinct cell types in the post-synthesis netlist gives 20.

After detailed routing, the number of remaining DRC violations is 0. The run gives 464 as the number of global-route vias before repair. With the deepest level of the CTS H-tree at 1, the maximum buffer depth of the clock tree is 2. For this run, the slowest stage of the critical path takes 0.32 ns. Of the available clock period, the critical path in the final layout requires 88.3%. Sequential cells were found to cover 41.2% of the synthesized design area. The critical path's slowest cell is sky130_fd_sc_hd__dfxtp_2.

Endpoints failing hold in the final report were tallied at 0. In the power breakdown, the internal column shows 763 uW. The routed layout has 459 vias. With the row count at 21, the number of storage elements in the synthesis netlist is 14.

The script logs the mean routed wire length per placed instance as 10.1 um. With the aggregate global-route resource usage at 4.18%, the quantity of I/O buffers inserted on ports is 20. Looking at area per cell type in the netlist, the leader is sky130_fd_sc_hd__dfxtp_1. The tools report the combinational group share of total power as 14.3%. In this run the worst setup path begins at instr_out[22]. Yosys mapped a number of flops with a built-in enable equal to 0. The chip area in the Yosys report came out at 681 um^2.

The power report puts the net switching power at 204 uW. The first TritonRoute pass finished after 4 iterations. STA classifies the critical path startpoint as a flip-flop. The run gives 3 for the largest driver fanout on the critical path. The final layout report lists a filler cell count of 372. After synthesis, the design contains 69 cells according to Yosys. The tools report the worst hold path endpoint as instr_out[13].
-- synth_stat cells, types with 2 or more instances --
cell	count
sky130_fd_sc_hd__conb_1	2
sky130_fd_sc_hd__mux2i_1	2
sky130_fd_sc_hd__nand2_1	6
sky130_fd_sc_hd__inv_1	5
sky130_fd_sc_hd__ha_1	6
sky130_fd_sc_hd__o21ai_0	2
sky130_fd_sc_hd__buf_4	18
sky130_fd_sc_hd__dfxtp_1	14
sky130_fd_sc_hd__nor2_1	3
-- metrics by stage --
stage	cell area [um^2]	TNS, ns	hold slack (ns)	setup WS [ns]
4_1_cts	906	0	0.467	0.00488
3_5_place_dp	890	-2.70	0.912	-0.310
6_report	908	0	0.473	0.140
5_1_grt	908	0	0.485	0.0835
3_3_place_gp	890	-2.32	0.916	-0.276
2_1_floorplan	733	0	0.334	0.257
-- final cells by class --
class | count | area [um^2] | share of cell area, %
multi-input cells | 45 | 288 | 31.7
flip-flops and latches | 14 | 282 | 31.0
repair buffers | 26 | 226 | 24.9
well taps | 46 | 57.6 | 6.34
clock buffers | 4 | 36.3 | 3.99
inverters | 5 | 18.8 | 2.07
-- per-layer routing --
metal | vias to the layer above | GRT usage, % | part of all wire [%]
li1 | 232 | - | -
met1 | 198 | 4.83 | 41
met2 | 27 | 6.34 | 42
met3 | 2 | 2.39 | 14
met4 | 0 | 1.41 | 2.6
met5 | - | 0 | 0
-- power by group through the flow --
stage         Sequential, uW  Clock [uW]  Combinational (uW)
CTS                      503         340                 144
global route             507         366                 159
finish                   502         326                 139
-- cell families after synthesis --
group                    count (synthesis)  synth area share, %
other                                    2                 1.10
AND/OR/NAND/NOR                         13                 10.8
multiplexers                             2                 2.94
AND-OR/OR-AND                            8                 8.64
flip-flops                              14                 41.2
buffers and inverters                   24                 24.3
adder cells (fa/ha/maj)                  6                 11.0
-- worst max path at each step --
stage / end / slack [ns]
4_1_cts: instr_out[8] / 0.005
6_report: instr_out[22] / 0.14
5_1_grt: instr_out[21] / 0.08
-- repair_timing --
action                                  CTS  global route
resized                                  18             2
pin swaps                                 0             0
setup buffers                             0             0
endpoints found under the setup margin   17             3
gates cloned                              0             0
Power figures rest on the tool's default switching activity, not on a simulated workload.
