$ cat flow/design.v
module alu #(
    parameter DATA_WIDTH = 32
) (
    input logic [DATA_WIDTH-1:0] data_rs1, data_rs2,
    input logic [3:0] alu_in,
    output logic [DATA_WIDTH-1:0] data
);
always_comb begin
    case (alu_in)
        4'b0000: data = data_rs1 + data_rs2;
        4'b0001: data = data_rs1 - data_rs2;
        4'b0010: data = data_rs1 << data_rs2;
        4'b0011: data = ($signed(data_rs1) < $signed(data_rs2)) ? 1 : 0;
        4'b0100: data = (data_rs1 < data_rs2) ? 1 : 0;
        4'b0101: data = data_rs1 ^ data_rs2;
        4'b0110: data = data_rs1 >> data_rs2;
        4'b0111: data = data_rs1 >>> data_rs2;
        4'b1000: data = data_rs1 | data_rs2;
        4'b1001: data = data_rs1 & data_rs2;
        default: data = 32'd0;
    endcase
end
endmodule
$ cat flow/run.sh
#!/bin/bash
# OpenROAD 26Q1-2900-gdf79404cd8, Yosys 0.63+post, stock flow scripts
make -C /OpenROAD-flow-scripts/flow DESIGN_CONFIG=/design/flow/config.mk WORK_HOME=/design/flow/orfs finish
$ cat flow/config.mk
export PLATFORM = sky130hd
export DESIGN_NAME = alu
export DESIGN_NICKNAME = alu
export VERILOG_FILES = /design/flow/design.v
export SDC_FILE = /design/flow/constraint.sdc
export NUM_CORES = 4
export LEC_CHECK = 1
export CORE_UTILIZATION = 50
$ cat flow/constraint.sdc
current_design alu

set clk_period 12.6
set clk_io_pct 0.2

create_clock -name clk0 -period $clk_period

set non_clock_inputs [all_inputs -no_clocks]
set_input_delay [expr $clk_period * $clk_io_pct] -clock clk0 $non_clock_inputs
set_output_delay [expr $clk_period * $clk_io_pct] -clock clk0 [all_outputs]
==> run_results.csv <==
group,metric,value,unit
finish,flops,0,
sta,totalNegativeSetupSlack,0,ps
drt,drtIter0Drc,1528,
synthesis,synth.lib_cells_used.distinct,79,
status,run_status,"finished clean",
global_route,grt_pass1_vias,9566,
sta,fin_crit_sh,76.4,%
finish,final.fill_count,1636,
synthesis,top_cell_area_share,14.1,%
run,max_cap_viols,0,
floorplanning,number_of_rows_in_the_core_area,47,
finish,clockBufferCount,0,
synthesis,yosys.stat.chipArea,8510,um^2
global_route,first_pass_grt_wire_length,58.7,mm
place,detailedPlacementHpwl,30.6,mm
cts,cts_repair_resize_count,0,
synthesis,syn-instance-count,1300,
synthesis,yosys.stat.seqShare,0,%
pwr,ir_drop,0.0443,mV
global_route,gr_util_all_layers,44.4,%
drt,drcViolationCount,0,
drt,detailed_routing_iterations_pass_1,6,
sta,report.final.slew_viol_count,0,
synthesis,yosys_cells,1300,
floorplanning,core_box_area,16600,um^2
cts,cts_setup_buffers,0,
global_route,grt_antenna_before_repair,0,
finish,seq_area,0,um^2
synthesis,synth_area_per_cell,6.55,um^2
sta,final_critical_delay_including_setup_and_external_delays,9620,ps
sta,setup_viol_count_final,0,
floorplanning,pre_place_util,51.3,%
synthesis,netlist_top_cells_count,"nor2_1 (160), a21oi_1 (119), nand2_1 (104), inv_1 (98)",
sta,slew_headroom,29.9,%
setup_path,start_kind,"input pin",
synthesis,yosysTopAreaCell,"ha_1",
place,port_buffers,100,
hold_path,type_of_the_most_critical_hold_path,"in -> out",
drt,num_vias,10900,
drt,drtAntennaViolNets,0,
setup_path,worst-setup-path-type,"in -> out",
finish,utilization,57.4,%
floorplanning,floorplan.die.height,132,um
global_route,gr-total-overflow,0,
sta,measured_slew_at_the_worst_slew_check_pin,1030,ps
sta,timing.fmax,0.104,GHz
floorplanning,fp.dieArea,17600,um^2
sta,fin_hold_viols,0,
synthesis,netlist_area,8510,um^2
setup_path,worstSetupEndpointType,"output port",
place,routabilityCongestion,1.15,
pwr,power.static_leakage,0.00392,uW
sta,rsz0062_at_grt,"no",
drt,final_wirelength,39.4,mm
drt,per_cell_via_count_in_the_routed_design,7.10,
setup_path,worst-path-max-fanout,42,
setup_path,worst-endpoint-required,10080,ps
run,log.warning_count,97,
synthesis,yosysWarnings,1,
pwr,p_per_area,40.8,nW/um^2
synthesis,synth_dominant_cell_count,"nor2_1",
cts,cts_hold_buffers,0,
finish,share_of_layout_cells_above_drive_strength_1,6.75,%
finish,flow.area_growth_from_synthesis,11.9,%
drt,routedWlPerCell,25.6,um
setup_path,worstPathArrival,7100,ps
floorplanning,dieWidth,132,um
synthesis,leading_cell_types_by_total_area_after_synthesis,"ha_1 (14%), nor2_1 (7.1%), a21oi_1 (7.0%)",
global_route,grt_max_degree,68,
floorplanning,ios,100,
per-stage QoR:
stage,std cells,total power (uW),area [um^2],hold slack (ps),worst slack (ps)
floorplan,1300,236,8510,5210,4170
global placement,1539,373,9520,6370,3210
detailed placement,1539,373,9520,6350,3150
CTS,1539,375,9520,6370,3130
global route,1539,414,9520,6430,2730
finish,1540,389,9520,6380,2980
cell families (layout without fill, tap and decap cells):
kind of cell               after synthesis  count (layout)  share of synthesized area [%]
AOI/OAI and AO/OA                      495             495                           39.6
and+or+nand+nor                        422             422                           22.7
buffers and inverters                  203             222                           9.64
adders and majority gates               98              98                           14.6
muxes                                   80              80                           13.2
xor gates and xnor gates                 2               2                          0.206
other                                    0               1                              0
final cells by class:
class | count | area [um^2] | share of cell area [%]
well taps | 220 | 275 | 2.89
diodes | 1 | 2.50 | 0.0263
multi-input cells | 1097 | 7710 | 81.0
repair buffers | 124 | 1160 | 12.2
inverters | 98 | 368 | 3.86
worst max-delay path, stage by stage:
cell and delay (ps):
clkdlybuf4s50_1 450, buf_4 400, inv_1 420, ha_1 540, a221oi_1 520, o22a_1 300
o211a_1 220, a31oi_1 160, a31oi_1 370, nor4b_1 120, a2111oi_0 460, nand4_1 180
clkdlybuf4s50_1 430
report_power, final:
group          switching (uW)        internal, uW     total [uW]
clock                       0  -0.000000000000202  0.00000000327
combinational             234                 155            389
sequential                  0                   0              0
final timing paths:
path / from / endpoint / slack, ps / cells past startpoint
worst min-delay path: data_rs2[0] / data[4] / 6380 / 7
worst max-delay path: data_rs2[4] / data[26] / 2980 / 13
cell usage in the layout (no fill, tap or decap), drive strengths merged, types with 15 or more instances in the layout:
master         netlist  final
clkdlybuf4s50        0     96
buf                 37     28
a211oi              36     36
nand2              105    105
o221ai              15     15
nand3               31     31
ha                  96     96
nor2               160    160
nor3                31     31
a21o                15     15
a31oi               21     21
a21oi              119    119
o211ai              16     16
o21ai              101    101
mux4                25     25
mux2i               44     44
a22oi               17     17
o22ai               20     20
a221o               16     16
inv                 98     98
nor4                17     17
a221oi              25     25
per-layer routing:
metal / up-vias / track usage [%] / share of wire, %
li1: 4960 / - / -
met3: 110 / 13.2 / 15
met5: - / 0 / 0
met4: 0 / 16.2 / 4.4
met1: 5032 / 67.1 / 41
met2: 834 / 59.3 / 39
Power is estimated from default activity; no workload was simulated.
