==> flow/design.v <==
module regfile #(
    parameter ADD_WIDTH = 5, 
    parameter DATA_WIDTH = 32
) (
    input logic clk,
    input logic regwrite,
    input logic [ADD_WIDTH-1:0] add_rs1, add_rs2, add_rd,
    input logic [DATA_WIDTH-1:0] write_data,
    output logic [DATA_WIDTH-1:0] data_rs1, data_rs2
);
logic [DATA_WIDTH-1:0] regi [2**ADD_WIDTH-1:0];  
int i;
initial begin
    for (i = 0; i < 6; i = i + 1) begin
        regi[i] = 32'h00000000;
    end
    regi[6] = 32'h00000002;
    regi[7] = 32'h00000001;
    for (i = 8; i < 2**ADD_WIDTH; i = i + 1) begin
        regi[i] = 32'h00000000;
    end
end
always_ff @(posedge clk) begin
    if (regwrite)
        regi[add_rd] <= write_data;
end
assign data_rs1 = regi[add_rs1];
assign data_rs2 = regi[add_rs2];
endmodule
==> flow/run.sh <==
#!/bin/bash
# OpenROAD 26Q1-2900-gdf79404cd8, Yosys 0.63+post, stock flow scripts
make -C /OpenROAD-flow-scripts/flow DESIGN_CONFIG=/design/flow/config.mk WORK_HOME=/design/flow/orfs finish
==> flow/config.mk <==
export PLATFORM = sky130hd
export DESIGN_NAME = regfile
export DESIGN_NICKNAME = regfile
export VERILOG_FILES = /design/flow/design.v
export SDC_FILE = /design/flow/constraint.sdc
export NUM_CORES = 4
export LEC_CHECK = 1
export CORE_UTILIZATION = 50
==> flow/constraint.sdc <==
current_design regfile

set clk_period 5.1
set clk_io_pct 0.2

create_clock -name clk0 -period $clk_period [get_ports {clk}]

set non_clock_inputs [all_inputs -no_clocks]
set_input_delay [expr $clk_period * $clk_io_pct] -clock clk0 $non_clock_inputs
set_output_delay [expr $clk_period * $clk_io_pct] -clock clk0 [all_outputs]
==> metrics.csv <==
metric,value,unit
status,"finished, final reports clean",
post_drt_via_cell_ratio,6.42,
hold_start,write_data[8],
worst-slew-pin-transition,0.928,ns
drive_above_1_share,0.109,
chip_area,98800,um^2
ys_sh_mux,0.210,
highest-signal-layer,met5,
die_height,314,um
grt_pass1_wl,224000,um
htree_num_levels,3,
startpoint,add_rs2[2],
synth_warnings,1,
combPwrFrac,0.096,
yosysCellCount,3386,
p_seq_frac,0.495,
peakVddDrop,0.000259,V
drcViolationCount,0,
fill_cells,7200,
power.leakage,20.7,nW
synthAoiAreaFrac,0.0804,
p_per_area,340,nW/um^2
wl_met2,68400,um
cap_violations,0,
grtUsageTotal,0.348,
cp.arrival,3.71,ns
slew_viol_final,0,
avgSynthCellArea,14.4,um^2
crit_fanout,42,
hold_buffers,0,
cts-root-buf,clkbuf_16,
ant_nets,0,
hold_class,in2reg,
first_pass_iters,5,
placed_cells_incl_taps,4710,
drtIter0Drc,2262,
synthToLayoutAreaGrowth,14.6,%
cts_setup_buffers,0,
die_w,314,um
top_regs,regi: 1024 flops,
num_rows,114,
antenna_found_initial,2,
cts_buffer_depth,3,
regMostFlops,regi,
synth_cell_types,23,
diodes,0,
yosys_area,48800,um^2
cp-end-kind,output pin,
switching_share,0.235,
grt_max_degree,78,
path_clk_slew,0.06,ns
wl_per_cell,31.7,um
switchingPower,0.00446,W
final_cells,4916,
yosysSeqAreaShare,0.630,
xor_share,0,
fp-utilization,0.505,
min_period_over_period,0.928,
startpoint_type,input port,
whs,1.15,ns
io_buffers,112,
finalHoldViolCount,0,
io_pins,113,
layout.area.comb,16800,um^2
maxSlewHeadroom,0.380,
ys.flops,1024,
wl_met3,25800,um
vias,31500,
synth_simple_gate_area_share,0.0471,
seq_area,30700,um^2
cts-resized-gates,0,
intPower,0.0145,W
grt_pass1_vias,33200,
tool_warnings,26,
cts_tree,yes,
finalWirelength,156000,um
top_logic_kind,multiplexers,
setup_viol,0,
max_freq,211,MHz
wl_met1,54700,um
period_needed,4.73,ns
clkPwrFrac,0.409,
coreArea,96700,um^2
syn_area,48800,um^2
crit_slowest_cell,clkdlybuf4s50_1,
tns,0,ns
rsz0062_at_grt,no,
largest_register_ffs,1024,
dp_hpwl,90400,um
lay_top_cells,"1024 x mux2i_1, 1024 x edfxtp_1, 194 x nand3_1",
clock-sinks,1024,
place_congestion,0.917,
cpMostUsedCell,clkdlybuf4s50_1,
numCtsBuffers,111,
cpPeakStageDelay,0.67,ns
grt_overflow_total,0,
cp_data_required_time,4.08,ns
postSynthCellCount,3386,
synthAdderAreaFrac,0,
path_cells,clkdlybuf4s50_1 > and2_4 > buf_12 > a22o_1 > nor3_1 > a31oi_1 > nand3_1 > clkdlybuf4s50_1,
critPathKind,in2out,
[worst paths after layout]
| check | endpoint | slack [ns] | depth (start not counted) |
|---|---|---|---|
| worst min-delay path | regi[17][8] | 1.15 | 2 |
| worst max-delay path | data_rs2[27] | 0.37 | 8 |
[logic make-up after synthesis]
group | Yosys count
AND/OR/NAND/NOR | 509
multiplexers | 1024
flip-flops | 1024
AND-OR/OR-AND | 576
buffers and inverters | 253
[worst max-delay path, delay by kind of cell]
family                 cells  cell delay (ns)
AND-OR/OR-AND              2             0.40
buffers and inverters      3             1.49
AND/OR/NAND/NOR            3             0.79
[area by class of cell]
| class | count | area share |
|---|---|---|
| timing repair buffer | 301 | 0.0590 |
| tap | 1276 | 0.0285 |
| clock inverter | 72 | 0.0111 |
| multi-input combinational | 2109 | 0.300 |
| clock buffer | 134 | 0.0516 |
| sequential | 1024 | 0.550 |
[metal layers]
metal,vias to the layer above,GRT usage
met5,-,0
met1,15400,0.453
li1,13700,-
met3,367,0.246
met4,4,0.117
met2,2013,0.483
[stage by stage]
stage	total power (W)	util	setup slack (ns)	instance area, um^2
3_3_place_gp	0.0114	0.542	0.425	52400
4_1_cts	0.0191	0.578	0.407	55900
3_5_place_dp	0.0114	0.542	0.416	52400
5_1_grt	0.0195	0.578	0.230	55900
2_1_floorplan	0.0105	-	1.65	48800
6_report	0.0190	0.578	0.367	55900
[synth_stat cells]
cell type,count,area share
nand2b_1,4,0.00051
or2_2,2,0.00026
or3b_2,3,0.00054
a22o_1,128,0.023
or3_1,1,0.00013
nor2_1,35,0.0027
a21oi_1,192,0.020
mux2i_1,1024,0.21
buf_6,45,0.010
buf_1,1,0.000077
clkbuf_4,4,0.00062
nor3_1,64,0.0066
and2_1,2,0.00026
clkbuf_1,86,0.0066
a22oi_1,192,0.030
nand2_1,195,0.015
buf_2,70,0.0072
edfxtp_1,1024,0.63
nand3b_1,5,0.00077
buf_4,47,0.0072
a31oi_1,64,0.0082
nand3_1,194,0.020
nor2b_1,4,0.00051
[power by group through the flow]
stage         registers [W]  logic [W]  clock network [W]
CTS                 0.00941    0.00180            0.00788
global route        0.00941    0.00192            0.00821
finish              0.00941    0.00182            0.00778
Power and IR drop assume default switching activity.
